--- config.mk ---
export PLATFORM = sky130hd
export DESIGN_NAME = counter
export DESIGN_NICKNAME = counter
export VERILOG_FILES = /design/flow/design.v
export SDC_FILE = /design/flow/constraint.sdc
export NUM_CORES = 4
export LEC_CHECK = 1
export CORE_AREA = 10 10 71 71
export DIE_AREA = 0 0 81 81
--- constraint.sdc ---
current_design counter

set clk_period 4.0
set clk_io_pct 0.2

create_clock -name clk0 -period $clk_period [get_ports {clk}]

set non_clock_inputs [all_inputs -no_clocks]
set_input_delay [expr $clk_period * $clk_io_pct] -clock clk0 $non_clock_inputs
set_output_delay [expr $clk_period * $clk_io_pct] -clock clk0 [all_outputs]
--- design.v ---
module counter (clk, rst, mode, cnt);
    output reg signed [9:0] cnt; input clk, rst, mode;
    reg signed [5:0] add_value;
    always @* begin
        if (rst) begin
            add_value = 10'sd0;
        end else begin
            if (mode) begin  
                if (cnt == -10'sd51) begin
                    add_value = 10'sd8;
                end else if (cnt <= 10'sd265) begin
                    add_value = 10'sd4;
                end else begin
                	add_value = 10'sd0;	
                end
            end else begin   
                if (cnt == -10'sd37) begin
                    add_value = -10'sd20;
                end else if (cnt >= -10'sd253) begin
                    add_value = -10'sd10;
                end else begin
                	add_value = 10'sd0;	
                end
            end
        end
    end
    always @(posedge clk or posedge rst) begin
	if (rst) begin
    		cnt <= 10'sd17;
    	end else begin
    		cnt <= cnt + add_value;
    	end
    end
endmodule
--- run.sh ---
#!/bin/bash
# OpenROAD 26Q1-2900-gdf79404cd8, Yosys 0.63+post, stock flow scripts
make -C /OpenROAD-flow-scripts/flow DESIGN_CONFIG=/design/flow/config.mk WORK_HOME=/design/flow/orfs finish
==> Changelog: implementation <==
### Metrics

* # DRC at 0
* Non-filler cells, final at 144
* I/O Buffers at 11
* Crit. End Element: flop
* Diodes inserted at 0
* Cells after Synth at around 82
* Arr. time, crit path at ~3.4 ns
* Crit-path leading delay family: AND-OR/OR-AND gates
* Final setup violating endpoints at 0
* Max Slew Vio Count at 0
* Core footprint at 0.00363 mm^2
* Yosys warning tally at 1
* Area contributors post-synth: dfrtp_1 25%, ha_1 9.4%, xnor2_1 7.7%, inv_1 3.8%, dfstp_2 3.3%
* Biggest regs: cnt: 9 flops
* Max clock buf depth at 2
* CP Class: in2reg
* Seq cells post-synth at 9
* H-tree depth at 1
* DR vias/cell at 4.49
* Log Warnings at 25
* Commonest Layout Cell: clkdlybuf4s50_1
* Clock sink count at 9
* Crit path cell chain: clkdlybuf4s50_1, nor2_1, o211ai_4, nor2_2, nand2_1, fa_1, inv_1, a21oi_1, o21ba_2, o31ai_1, a21oi_2, xnor2_1
* Antenna violations before repair at 0
* PwrDens at about 800 mW/mm^2
* Clk pwr share at 13.4%
* Status: complete, no violations
* Largest type area fraction at roughly a quarter
* R2R Path Start: cnt[2]
* CTS Hold Bufs at 0
* Most flop-heavy register: cnt
* Fmax at 0.309 GHz
* Hold WC Path Type: reg2reg
* Lkg Pwr at approximately 0.44 nW
* Post-CTS Setup Inserts at 0
* Vias post-DR at 647
* CP max FO at 6
* Cell type with the largest total area: dfrtp_1
* Top cells excl fill/tap: 11 x clkdlybuf4s50_1, 8 x inv_1, 8 x dfrtp_1
* Syn_area_per_cell at approximately 9.7 um^2
* Yosys Chip Area at 798 um^2
* FP Core Util at 22.0%
* Worst path bufs/invs at 2
* Final HPWL DP at 1.41 mm
* Total power at 0.796 mW
* Max reg flops at 9
* Hold Path Origin: cnt[1]
* Remaining antenna violation count at 0
* Final core utilization at 27.6%
* Clk latency late pin at around 0.23 ns
* Synth-to-Final Area Change at 25.5%
* Placed cells at 140
* Sequential share of power at 28.8%
* Dpl ws at 0.509 ns
* Die ar. at 0.00656 mm^2
* Ports at 13
* Initial drt markers at 14
* Num rows at 22
* Worst Skew at 0.00341 ns
* Distinct lib cells used at 37
* Hold_ws at about 0.64 ns
* Pin count of the biggest net entering global routing at 10
* Comb pwr share at 57.9%
* Post-synthesis cell area at 798 um^2
* DRT Pass-1 Iters at 5
* Final Hold Violation Tally at 0
* Register share after synthesis at roughly 28%
* CP startpoint kind: primary input
* Switch share at roughly 40%
* Slowest stage cell on the critical path: clkdlybuf4s50_1
* Total GRT Usage at 5.48%
* Crit path DRT at 4.11 ns
* Die Ht at 81 um
* Placed cell area at 957 um^2
* First-pass GRT wire length at around 3 mm
* CTS Root Cell: clkbuf_8
* Max VDD drop at 0.250 mV
* Yosys stat cell total at 82
* Slowest Stage Delay on Critical Path at 0.46 ns
* Final WL at ~1.7 mm
* Min Tclk post-route at 3.24 ns
* Max-Cap Viols at 0
* Tcrit/Tclk final at 81.0%
* RSZ-0062 raised after global routing: false
* Horiz. Die Dim at approximately 81 um
* Share of cells above drive strength 1 at about a fifth
* Number of gates resized after cts at 0
* TNS Setup at 0 ns
* Final Instance Area at 0.00100 mm^2
* CTS tree: done
* GRT Residual Overflow at 0
* Switching power total at ~0.32 mW
* Vias in the first global route at 655
* Reg clk slew, reported paths at 0.05 ns
* Final Wtd Congestion at 0.820
* DR WL/cell at 12.0 um
* Total CTS buffers at 3
* Setup ws final at 0.761 ns
* Internal power at 0.480 mW
* CP Launch Point: mode
[metal layers]
layer | global-route usage (%) | wire length, um
met2 | 9.24 | 854
met5 | 0 | 0
met4 | 1.21 | 8
met3 | 1.67 | 87
met1 | 6.76 | 775
[layout make-up]
type	instances	area [um^2]
Sequential cell	9	226
Multi-Input combinational cell	63	523
Timing Repair Buffer	12	118
Clock buffer	4	45.0
Inverter	8	30.0
Tap cell	48	60.1
Fill cell	395	2630
[kinds of logic (layout without fill, tap and decap cells)]
family	count (synthesis)	after routing	share of synthesized area [%]
other cells	1	1	0.470
xor+xnor	10	10	11.0
flops	9	9	28.4
buf+inv	10	24	6.11
fa+ha+maj	7	7	11.9
compound gates	24	24	24.6
simple gates	21	21	17.6
[synthesized netlist by cell type]
cell type and instances:
dfrtp_1 8, inv_1 8, xnor2_1 7, ha_1 6, nor2_1 5, a21oi_1 4
nand2_1 4, o31ai_1 3, xor2_1 3, a21o_1 2, a21oi_2 2, nand3_1 2
nor2b_1 2, o21a_1 2, o21ai_0 2, a21o_2 1, a22o_1 1, and3_2 1
buf_4 1, buf_6 1, conb_1 1, dfstp_2 1, fa_1 1, nand4b_1 1
nor2_2 1, nor4_4 1, o2111ai_1 1, o211ai_4 1, o21ai_2 1, o21ba_2 1
o31a_2 1, o41a_1 1, o41ai_1 1, or2_2 1, or2b_2 1, or4_4 1
or4b_4 1
[final timing paths]
check / end / slack, ns / cells after the start
min reg2reg: cnt[1] / 0.64 / 1
max reg2reg: cnt[8] / 0.97 / 11
min: cnt[1] / 0.64 / 1
max in group asynchronous: cnt[4] / 2.81 / 3
min in group asynchronous: cnt[3] / 0.97 / 3
max: cnt[9] / 0.76 / 12
[power groups by stage]
stage	Combinational, mW	Sequential, mW	Clock, mW
6_report	0.461	0.229	0.106
5_1_grt	0.517	0.240	0.116
4_1_cts	0.470	0.229	0.111
Power figures rest on the tool's default switching activity, not on a simulated workload.
